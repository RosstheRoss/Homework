--- flow/config.mk ---
export PLATFORM = sky130hd
export DESIGN_NAME = MIPSALU
export DESIGN_NICKNAME = MIPSALU
export VERILOG_FILES = /design/flow/design.v
export SDC_FILE = /design/flow/constraint.sdc
export NUM_CORES = 4
export LEC_CHECK = 1
export CORE_UTILIZATION = 40
--- flow/constraint.sdc ---
current_design MIPSALU

set clk_period 24.3
set clk_io_pct 0.2

create_clock -name clk0 -period $clk_period

set non_clock_inputs [all_inputs -no_clocks]
set_input_delay [expr $clk_period * $clk_io_pct] -clock clk0 $non_clock_inputs
set_output_delay [expr $clk_period * $clk_io_pct] -clock clk0 [all_outputs]
--- flow/design.v ---
module MIPSALU (ALUctl, A, B, ALUOut, Zero);
  input [3:0] ALUctl;
  input [31:0] A,B;
  output reg [31:0] ALUOut;
  output Zero;
  assign Zero = (ALUOut==0); 
  always @(ALUctl, A, B)
      case (ALUctl)
         0: ALUOut <= A & B;
         1: ALUOut <= A | B;
         2: ALUOut <= A + B;
         6: ALUOut <= A - B;
         7: ALUOut <= A < B ? 1:0;
         12: ALUOut <= ~(A | B);          
		 default: ALUOut <= 0; 
      endcase
endmodule
--- flow/run.sh ---
#!/bin/bash
# OpenROAD 26Q1-2900-gdf79404cd8, Yosys 0.63+post, stock flow scripts
make -C /OpenROAD-flow-scripts/flow DESIGN_CONFIG=/design/flow/config.mk WORK_HOME=/design/flow/orfs finish
==> Slide: Implementation Results <==
Physical Implementation Snapshot

Setup path
  – Worst-path fanout max: 21
  – Critical path class: in2out
  – CP Capture Type: primary output
  – Worst path cell trace: clkdlybuf4s50_1, nor2_1, nand2_1, buf_4, o31a_1, nand3_1, or4_1, or4_1, or4_1, nor4b_2, nor4b_2, clkdlybuf4s50_1
  – Most used cell along the critical path: or4_1
  – Required time worst endpoint: between 15 and 20 ns
  – Slowest stage delay, CP: 0.94 ns
  – Worst Path Arrival: 9.77 ns
  – Slowest cell on the critical path: clkdlybuf4s50_1
  – Startpoint types: primary input

Synth
  – Post-Syn Area: around 6300 µm²
  – Largest type area fraction: between 15 and 20%
  – Yosys cell types: approximately 96
  – Count leader, synth: ha_1
  – Synth Instances: around 940
  – AO/OA Area Share: between 40% and 50%
  – Top cells by count: ha_1 (101), inv_1 (96), nor2_1 (88)
  – Yosys stat chip area: around 6300 µm²
  – Syn. warnings: 1
  – Logic family by area: AND-OR/OR-AND gates
  – Top area cell types: ha_1 (20%), a21oi_1 (6.7%), inv_1 (5.7%)
  – Post-synth top area cell: ha_1
  – And+or+nand+nor area frac: between 20% and 30%
  – Yosys adder share: 20.59%
  – Mean Syn Cell Area: just under 7 µm²
  – Synth Seq Share: 0%
  – Multiplexer share: 1.146%
  – Yosys stat cell total: 940
  – Xor/xnor share of the synthesized area: 1.107%

Clock tree
  – Setup repair bufs after CTS: 0
  – CTS Hold Bufs: 0
  – PostCTS Resize Cnt: 0

Power
  – Peak supply drop: ~0.000013 V
  – PD cells: about 23 nW/µm²
  – Lkg Pwr: roughly 3.2 nW

Timing
  – Final hold vios: 0
  – Setup tns final: 0 ns
  – Unrepaired setup endpoints after global routing: false
  – Fin crit share: around three fifths
  – Tightest Pin Transition: roughly 1 ns
  – Hold Slack: roughly 11 ns
  – Final-report max-slew violation count: 0
  – Final Critical Period: about 15 ns
  – Final worst slack: ~9.7 ns
  – Number of setup violations in the final report: 0
  – Max Clk Rate: 68.37 MHz
  – Slew margin rel.: 33.23%

Cells and area
  – FILL cells: 1601
  – Fin area: around 7500 µm²
  – Clock buffers: 0
  – Layout cell share with drive strength beyond 1: under 10%
  – Seq_cells: 0
  – Logic area: around 5700 µm²
  – Area grow syn2layout: 17.75%
  – Storage cell area: 0 µm²

Routing
  – Via count: about 7500
  – Routed vias/inst: approximately 6.2
  – Routed Antenna Nets: 0
  – Drt total wl: between 20 and 25 mm
  – Initial DRC Count: roughly 770
  – # diodes: 0
  – Routed wire length per instance: a little over 20 µm
  – Remaining DRCs: 0
  – Pre-antenna DRT Iters: 6

Floorplanning
  – Core Rows: 45
  – Core area: around 15000 µm²
  – Io pins: roughly 100
  – Chip area: 16340 µm²
  – Chip height: about 130 µm
  – Die width: 127.8 µm
  – Initial Util: 41.34%

Status
  – Status: completed

Global route
  – Largest net degree at the start of global routing: 32
  – First-pass GRT wire length: around 38 mm
  – Initial antenna violation count: 0
  – Global router's overall resource usage: between 30% and 40%
  – Number of global-route vias before repair: 6719
  – Overflow left after global routing: 0

Hold path
  – HP Class: in2out
  – Hold Path Cell Cnt: 4

Place
  – Routability cong.: 0.9965
  – Place WS: 9.791 ns
  – DP HPWL: about 20 mm
  – Area after DPL: 7455 µm²
  – Port Buf Inserts: between 100 and 150

Run
  – Max-Cap Viols: 0
  – Tool warnings: just over 100
## report_power, final
group          internal, mW  total [mW]  switching, mW
clock                     0           0              0
combinational        0.0709       0.172          0.101
sequential                0           0              0
## final timing paths
kind  slack (ns)    endpoint      start
max         9.67        Zero  ALUctl[3]
min        11.04  ALUOut[13]  ALUctl[1]
## kinds of logic after synthesis
family / count (synthesis)
mux: 7
simple gates: 309
fa+ha+maj: 103
buf+inv: 152
xor+xnor: 8
compound gates: 361
## metrics by stage
stage | std cells | utilization [%] | power, mW
final | 1207 | 48.68 | 0.1716
after detailed placement | 1207 | 48.68 | 0.1671
after global placement | 1207 | 48.68 | 0.1689
after CTS | 1207 | 48.68 | 0.1683
after global routing | 1207 | 48.68 | 0.1860
after floorplan | 940 | - | 0.1072
## metal layers
layer	global-route usage [%]	vias to the layer above	share of wire [%]
met5	0	-	0
met4	8.858	0	3.4
met3	4.209	54	8.0
met2	46.04	356	43
met1	44.52	3423	46
li1	-	3636	-
## final cells by class
| type | count | area share (%) |
|---|---|---|
| inverter | 96 | 4.834 |
| multi-input combinational | 788 | 76.96 |
| timing repair buffer | 112 | 14.67 |
| tap | 211 | 3.541 |
## worst max-delay path, delay by kind of cell
family | cells | cell delay (ns)
AOI/OAI and AO/OA | 1 | 0.17
buffers and inverters | 3 | 1.81
and+or+nand+nor | 8 | 2.90
## placed cells by master, fill, tap and decap left out, types with 13 or more instances in the layout
cell             instances
clkdlybuf4s50_1        101
o21ai_0                 50
nand3_1                 15
a221oi_1                18
inv_1                   96
nand2_1                 62
a21oi_1                 85
nor2b_1                 13
nand2b_1                17
a211oi_1                18
nor2_1                  88
o211ai_1                15
nor3_1                  17
a21o_1                  19
ha_1                   101
Power figures rest on the tool's default switching activity, not on a simulated workload.
